### design/flow/design.v
`timescale 1ps / 1ns
module bcd_2_7seg(
        input wire [3:0] s1_data,
        input wire [3:0] s2_data,
        input wire [3:0] s3_data,
        input wire [3:0] s4_data,
        input wire clk,
        output reg [6:0] seg,
        output reg [3:0] s
        );
    reg [3:0] data;
    reg [18:0] times;
    initial times = 0;
    initial s = 4'b0001;
    always @ (posedge clk)
        begin
        times <= times + 19'b1;
        case (times)
            19'd000000: begin s <= 4'b0001; data <= s1_data; end
            19'd100000: begin s <= 4'b0010; data <= s2_data; end
            19'd200000: begin s <= 4'b0100; data <= s3_data; end
            19'd300000: begin s <= 4'b1000; data <= s4_data; end
        endcase
        if(times == 400000)
            times <= 19'b0;
        end
    always @ (posedge clk)
    begin
        case(data)
            4'b0000: seg = ~7'b1000000;     
            4'b0001: seg = ~7'b1111001;     
            4'b0010: seg = ~7'b0100100;     
            4'b0011: seg = ~7'b0110000;     
            4'b0100: seg = ~7'b0011001;     
            4'b0101: seg = ~7'b0010010;     
            4'b0110: seg = ~7'b0000010;     
            4'b0111: seg = ~7'b1111000;     
            4'b1000: seg = ~7'b0000000;     
            4'b1001: seg = ~7'b0010000;     
            4'b1010: seg = ~7'b0001000;     
            4'b1011: seg = ~7'b0000011;     
            4'b1100: seg = ~7'b1000110;     
            4'b1101: seg = ~7'b0100001;     
            4'b1110: seg = ~7'b0000110;     
            4'b1111: seg = ~7'b0001110;     
        endcase
    end
endmodule
### design/flow/constraint.sdc
current_design bcd_2_7seg

set clk_period 3.8
set clk_io_pct 0.2

create_clock -name clk0 -period $clk_period [get_ports {clk}]

set non_clock_inputs [all_inputs -no_clocks]
set_input_delay [expr $clk_period * $clk_io_pct] -clock clk0 $non_clock_inputs
set_output_delay [expr $clk_period * $clk_io_pct] -clock clk0 [all_outputs]
### design/flow/run.sh
#!/bin/bash
# OpenROAD 26Q1-2900-gdf79404cd8, Yosys 0.63+post, stock flow scripts
make -C /OpenROAD-flow-scripts/flow DESIGN_CONFIG=/design/flow/config.mk WORK_HOME=/design/flow/orfs finish
### design/flow/config.mk
export PLATFORM = sky130hd
export DESIGN_NAME = bcd_2_7seg
export DESIGN_NICKNAME = bcd_2_7seg
export VERILOG_FILES = /design/flow/design.v
export SDC_FILE = /design/flow/constraint.sdc
export NUM_CORES = 4
export LEC_CHECK = 1
export CORE_AREA = 10 10 113 113
export DIE_AREA = 0 0 123 123
==> flow_metrics.py <==
# Generated from Yosys and OpenROAD reports
metrics = {
    "yosys": {
        "compound_area_frac": 0.101,
        "top_logic_kind": "simple AND/OR/NAND/NOR gates",
        "synth_area_sq_um": 1750,
        "async_flop_share": 0,
        "mux_share": 0.0129,
        "ys_cells": 181,
        "ys_seq_share": 0.434,
        "yosys.area_share.simple": 0.264,
        "edf_count": 8,
        "ff_type": "dfxtp_1",
        "ys_chip_area_sq_um": 1750,
        "synthCells": 181,
        "synth_adder_area_share": 0.0643,
        "ys_warn_count": 1,
        "syn_area_per_cell_sq_um": 9.68,
        "numSynthFlops": 34,
        "yosysUniqueCellTypes": 40,
        "xor_area_frac": 0.0750,
    },
    "pwr": {
        "p_switching_uw": 132,
        "p_sw_frac": 0.200,
        "power.density_nw_per_um2": 294,
        "p_seq_frac": 0.557,
        "p_leak_uw": 0.000796,
        "p_int_uw": 528,
        "max-vdd-ir-drop_mv": 0.104,
        "combPwrFrac": 0.026,
        "clockPowerShare": 0.417,
    },
    "global_routing": {
        "grt_start_max_net_pins": 14,
        "grt_overflow": 0,
        "grt_pass1_wl_microns": 6190,
        "grt_pass1_vias": 1291,
        "grt.total_usage": 0.0489,
        "antenna_found_initial": 0,
    },
    "placement": {
        "numPortBuffers": 27,
        "gp_congestion": 0.909,
        "dp_hpwl_microns": 2870,
        "dpl_cell_area_sq_um": 2150,
    },
    "final_timing": {
        "setup_viol": 0,
        "relSlewSlack": 0.376,
        "worst_pin_slew_ns": 0.926,
        "skew_ns": 0.00753,
        "fin_setup_tns_ns": 0,
        "report.final.slew_viol_count": 0,
        "min_period_over_period": 0.661,
        "rsz0062_at_grt": "no",
        "finalCriticalPeriod_ns": 2.51,
        "hold_violations": 0,
        "fmax_mhz": 398,
    },
    "outcome": {
        "status": "completed",
    },
    "setup_path": {
        "worstPathArrival_ns": 2.42,
        "cp-startpoint": "times[0]$_SDFF_PN0_",
        "endpoint_kind": "flop",
        "crit_path_start_kind": "flop",
        "rrSetupSlack_ns": 1.29,
        "worstReg2RegEnd": "data[1]$_DFFE_PP_",
        "worstPathRequired_ns": 3.70,
        "cp_max_fo": 8,
        "crit_type": "flop to flop",
        "ff2ff_path_depth": 6,
        "timing.critical_path.to": "data[1]$_DFFE_PP_",
        "r2r-start": "times[0]$_SDFF_PN0_",
    },
    "clock_tree": {
        "post_cts_buffers": 0,
        "clk_latency_ns": 0.28,
        "htree_levels": 2,
        "clock_path_buffers": 2,
        "clock-sinks": 34,
        "clk_pin_slew_ns": 0.07,
        "cts_tree": "done",
        "clk_root_buffer_cell": "clkbuf_8",
        "post_cts_resized": 0,
        "numCtsBuffers": 5,
        "ctsHoldBuffers": 0,
    },
    "floorplan": {
        "fp.dieArea_sq_um": 15100,
        "die_h_microns": 123,
        "rows": 37,
        "initCoreUtil": 0.170,
        "core_area_sq_um": 10300,
        "die_width_microns": 123,
        "ios": 28,
    },
    "min_path": {
        "hold_class": "flop to flop",
        "whs_path_depth": 1,
    },
    "cells_and_area": {
        "area_growth_pct": 28.1,
        "drive_gt1_frac": 0.0905,
        "finalInstanceArea_sq_um": 2240,
        "fill_cells": 1084,
    },
    "run": {
        "cap_violations": 0,
        "warnings": 32,
    },
    "drt": {
        "num_vias": 1365,
        "antennaDiodeCount": 0,
        "drt-pass1-iter-count": 4,
        "routed_wirelength_microns": 3790,
        "wl_per_cell_microns": 10.9,
        "routed_via_density": 3.95,
        "drt_iter0_drc": 68,
        "drc": 0,
        "drtAntennaViolNets": 0,
    },
}
==> final cells by class <==
| type | count | area [sq um] | area share |
|---|---|---|---|
| Clock inverter | 2 | 11.3 | 0.00502 |
| Sequential cell | 34 | 761 | 0.339 |
| Timing Repair Buffer | 28 | 278 | 0.124 |
| Clock buffer | 6 | 82.6 | 0.0368 |
| Inverter | 9 | 33.8 | 0.0151 |
| Multi-Input combinational cell | 131 | 907 | 0.404 |
| Tap cell | 136 | 170 | 0.0759 |
==> metrics by stage <==
step	instances	power (uW)	hold slack, ns	utilization	worst slack [ns]
2_1_floorplan	181	376	0.441	-	1.44
3_3_place_gp	338	393	0.459	0.208	1.34
3_5_place_dp	338	393	0.475	0.208	1.31
4_1_cts	346	664	0.493	0.217	1.28
5_1_grt	346	682	0.521	0.217	1.20
6_report	346	660	0.488	0.217	1.29
==> cells by family (layout without fill, tap and decap cells) <==
group           Yosys count  in the layout
simple gates             82             82
xor+xnor                 15             15
compound gates           24             24
fa+ha+maj                 9              9
mux                       1              1
flops                    34             34
buf+inv                  16             45
==> cell usage after synthesis (2+ instances only) <==
library cell / n / share of area
nand3b_1: 2 / 0.0086
xor2_1: 6 / 0.030
nor4_1: 3 / 0.011
nor2_1: 15 / 0.032
nor2b_1: 5 / 0.018
a21oi_1: 4 / 0.011
nand4_1: 5 / 0.018
nand2_1: 21 / 0.045
ha_1: 9 / 0.064
clkbuf_1: 2 / 0.0043
edfxtp_1: 8 / 0.14
nand3_1: 10 / 0.029
buf_4: 2 / 0.0086
o21ai_0: 5 / 0.014
or4b_1: 2 / 0.011
and3_1: 2 / 0.0071
dfxtp_1: 26 / 0.30
xnor2_1: 9 / 0.045
buf_6: 2 / 0.013
a22oi_1: 6 / 0.026
inv_1: 9 / 0.019
nor3_1: 6 / 0.017
o211ai_1: 5 / 0.021
==> worst min-delay path by stage <==
stage	from	endpoint
after global routing	times[4]$_SDFF_PN0_	times[4]$_SDFF_PN0_
final	times[0]$_SDFF_PN0_	times[0]$_SDFF_PN0_
after CTS	times[0]$_SDFF_PN0_	times[0]$_SDFF_PN0_
==> sequential cells by signal, indices dropped and copies added (netlist names) <==
register  flops
s             4
data          4
times        19
seg           7
==> placed cells by master (no fill, tap or decap), drive strengths merged, types with 6 or more instances in the layout <==
master and count:
a22oi 6, clkbuf 6, clkdlybuf4s50 27, dfxtp 26, edfxtp 8, ha 9, inv 10, nand2 21
nand3 10, nor2 15, nor3 6, xnor2 9, xor2 6
==> critical path: stages (launching register included) <==
cell     delay [ns]
dfxtp_1        0.35
inv_1          0.07
ha_1           0.13
or4b_4         0.49
or4b_1         0.67
o21ba_4        0.27
o41ai_2        0.15
==> layer usage <==
metal / up-vias / share of wire / global-route usage
li1: 700 / - / -
met1: 619 / 0.52 / 0.0710
met2: 42 / 0.40 / 0.0740
met3: 4 / 0.076 / 0.0130
met4: 0 / 0.011 / 0.00655
met5: - / 0 / 0
==> power by group through the flow <==
| stage | Clock, uW | Combinational [uW] | Sequential, uW |
|---|---|---|---|
| 4_1_cts | 279 | 17.0 | 368 |
| 5_1_grt | 296 | 17.9 | 368 |
| 6_report | 275 | 17.1 | 368 |
Power and IR drop assume default switching activity.
